### /design/flow/run.sh
#!/bin/bash
# OpenROAD 26Q1-2900-gdf79404cd8, Yosys 0.63+post, stock flow scripts
make -C /OpenROAD-flow-scripts/flow DESIGN_CONFIG=/design/flow/config.mk WORK_HOME=/design/flow/orfs finish
### /design/flow/config.mk
export PLATFORM = sky130hd
export DESIGN_NAME = BaudRateGenerator
export DESIGN_NICKNAME = BaudRateGenerator
export VERILOG_FILES = /design/flow/design.v
export SDC_FILE = /design/flow/constraint.sdc
export NUM_CORES = 4
export LEC_CHECK = 1
export CORE_AREA = 10 10 103 103
export DIE_AREA = 0 0 113 113
### /design/flow/constraint.sdc
current_design BaudRateGenerator

set clk_period 4.8
set clk_io_pct 0.2

create_clock -name clk0 -period $clk_period [get_ports {i_CLK}]

set non_clock_inputs [all_inputs -no_clocks]
set_input_delay [expr $clk_period * $clk_io_pct] -clock clk0 $non_clock_inputs
set_output_delay [expr $clk_period * $clk_io_pct] -clock clk0 [all_outputs]
### /design/flow/design.v
`timescale 1ns/1ps
module BaudRateGenerator(
  input i_CLK,
  input i_RST_B,
  input i_OVER8,
  input [15:0]i_USARTBRR,  
  output reg o_BRGCLK  
);
  wire [11:0]MANTISSA;
  wire [3:0]FRACTION;
  reg [15:0]USARTDIV;
  reg [15:0]BAUDDIV;
  reg [15:0]counter;
  assign MANTISSA = i_USARTBRR[15:4];
  assign FRACTION = i_USARTBRR[3:0];
  assign USARTDIV = {MANTISSA,FRACTION};  
  assign BAUDDIV = i_OVER8  ? (8 * USARTDIV/16) : (16 * USARTDIV/16);
  always @(posedge i_CLK or negedge i_RST_B) begin
   	if(!i_RST_B) begin
      counter <= 'd0;
    end
     else if(counter == (BAUDDIV-1)) begin
      counter <= 16'd0;   
    end
    else begin
      counter <= counter + 'b1;
    end
  end
  always @(posedge i_CLK or negedge i_RST_B) begin
    if(!i_RST_B) begin
      o_BRGCLK <= 'd0;
    end
    else if(counter == (BAUDDIV/2)) begin
      o_BRGCLK <= ~ o_BRGCLK;
    end
    else if(counter == BAUDDIV - 1) begin
      o_BRGCLK <= ~ o_BRGCLK;
    end
  end
endmodule
==> qor_table.md <==
| Result | Value | Unit |
| --- | --- | --- |
| Clock insertion delay at the later pin of the skew report | 0.25 | ns |
| Top post-synthesis cells by area | dfrtp_1 23%, xor2_1 13%, xnor2_1 12% | - |
| Ant diodes | 0 | - |
| Post-detailed-route via-to-cell ratio | 4.515 | - |
| Clock sink total | 17 | - |
| Inserted Clock Buffers | 3 | - |
| CTS Hold Buffers Added | 0 | - |
| Count of maximum capacitance violations | 0 | - |
| Count of endpoints failing setup in the final report | 0 | - |
| Critical path's slowest cell | or4_4 | - |
| Data arrival time of the critical path | 4.57 | ns |
| Clock network fraction of total power | 23.2 | % |
| Hold violation count in the final report | 0 | - |
| Fill count | 858 | - |
| Setup bufs post-CTS | 0 | - |
| Required time of the critical path | 4.94 | ns |
| Routed vias | 1,508 | - |
| Area used by sequential logic in the layout | 425.4 | um^2 |
| Final Critical Period | 4.439 | ns |
| Clock root buffer | clkbuf_8 | - |
| Part of the total power dissipated in sequential elements | 42.1 | % |
| Synthesis-to-layout area growth | 18.04 | % |
| Worst setup path category | input pin to flop | - |
| Utilization after layout | 26.14 | % |
| Die H | 113 | um |
| Max Fclk | 0.2253 | GHz |
| Critical-path maximum fanout | 17 | - |
| Fraction of the core area occupied by cells at floorplan | 22.15 | % |
| Largest net degree at the start of global routing | 32 | - |
| Worst ir drop on vdd | 0.0001210 | V |
| Clock tree from TritonCTS | built | - |
| Top-Level Pins | 20 | - |
| Most instantiated flip-flop cell in the synthesis netlist | dfrtp_1 | - |
| Crit-path leading delay family | simple AND/OR/NAND/NOR gates | - |
| Final weighted congestion in routability-driven placement | 0.8263 | - |
| Worst slew pin tran | 0.7440 | ns |
| Setup slack after layout | 0.3608 | ns |
| Nature of the critical path endpoint | flop | - |
| Sequential area share after synthesis | 23.14 | % |
| # Cells Yosys | 217 | - |
| Die extent in x | 113 | um |
| Number of distinct library cell variants in the gate-level netlist after synthesis | 47 | - |
| Remaining Overflow, GRT | 0 | - |
| Post-Route Setup TNS | 0 | ns |
| Via count of the first global-routing pass | 1,476 | - |
| Cell accounting for the most synthesized area | dfrtp_1 | - |
| Aggregate routed wire length | 3990 | um |
| Die Size | 12,770 | um^2 |
| Worst path cell trace | clkdlybuf4s50_1 -> nand2b_1 -> a21boi_1 -> ha_1 -> nand2b_4 -> or4b_4 -> o311ai_2 -> o211ai_1 -> xor2_1 -> or4_4 -> nor4_4 -> buf_12 -> nor2_2 -> xnor2_1 | - |
| Worst Hold Class | flop to flop | - |
| H-tree levels | 1 | - |
| Share of layout cells above drive strength 1 | 11.35 | % |
| Remaining DRCs | 0 | - |
| Critical path's largest stage delay | 0.55 | ns |
| Number of buffers and inverters on the critical path | 2 | - |
| Setup Skew | 0.004109 | ns |
| Number of flops mapped to enable cells by yosys | 0 | - |
| Number of register bits inferred by synthesis | 17 | - |
| Number of warning messages in the yosys log | 3 | - |
| Post-DRT Antenna Nets | 0 | - |
| Status | finished clean | - |
| Number of warnings in the stage logs | 25 | - |
| Max Transition Viols Final | 0 | - |
| Post-detailed-route wirelength per cell | 11.95 | um |
| Rel. slew slack | 50.24 | % |
| MI comb area | 1328 | um^2 |
| Standard-cell rows | 33 | - |
| Total of buffers placed on input and output ports | 19 | - |
| Share of Yosys cell area claimed by the top area cell type | 23.14 | % |
| Final critical-path share of the clock period | 92.48 | % |
| Depth of the most critical reg-to-reg path | 9 | - |
| Detailed placement HPWL | 3230 | um |
| Avg Synthesized Cell Area | 8.470 | um^2 |
| Area of the synthesized netlist per yosys stat | 1838 | um^2 |
| Worst setup SP type | input pin | - |
| Cell depth of the worst hold path | 1 | - |
| First-pass iteration count of the detailed router | 4 | - |
| Cell count after synthesis | 217 | - |
| Unrepaired setup endpoints after global routing | false | - |
| Clock edge transition at the registers on the reported setup and hold paths | 0.06 | ns |
| Net switching power | 0.1550 | mW |
| Switching share of power | 34.14 | % |
| Pwr/cell area | 209.3 | nW/um^2 |
| Post-route total power | 0.4541 | mW |
| Initial drt markers | 59 | - |
| Hold WS | 0.4921 | ns |
| Number of antenna violations at the first check in global routing | 0 | - |
| Logic pwr share | 34.7 | % |
| Overall global routing resource usage | 6.123 | % |
| Asr flop ratio synth | 100.0 | % |
| Floorplan Core Area | 8299 | um^2 |
| Crit path depth | 14 | - |
| First-pass GRT wire length | 6775 | um |
| Synthesized area | 1838 | um^2 |
| Pint | 0.2991 | mW |
| Post-cts gate resize count | 0 | - |
| Worst slack at placement | 0.07948 | ns |
| Buffer depth of the longest clock path | 2 | - |
| Leakage power | 0.8285 | nW |
layout make-up:
cell class / instances / area share, %
multi-input combinational: 182 / 61.19
sequential: 17 / 19.61
timing repair buffer: 22 / 10.38
tap: 105 / 6.055
clock buffer: 4 / 2.076
inverter: 4 / 0.6920
cells in the mapped netlist (all sizes together) (3+ instances only):
cell	n
clkbuf	8
o211ai	3
nor4	5
nand3	9
inv	4
xor2	27
a21oi	4
dfrtp	17
nor2b	3
buf	6
nand2b	3
o21ai	10
nor2	26
and3	5
nand4	5
nand2	14
mux2i	11
or4	4
a21boi	4
xnor2	26
logic make-up after synthesis:
group,after synthesis,share of synthesized area [%]
xor gates and xnor gates,53,25.26
muxes,11,5.991
buffers and inverters,18,4.628
and+or+nand+nor,81,26.07
AOI/OAI and AO/OA,35,13.55
DFF,17,23.15
adders and majority gates,2,1.361
path summary, 6_finish.rpt:
check / start / endpoint / slack (ns)
worst max-delay path: i_OVER8 / o_BRGCLK$_DFFE_PN0P_ / 0.36
worst min register to register: o_BRGCLK$_DFFE_PN0P_ / o_BRGCLK$_DFFE_PN0P_ / 0.49
max in group asynchronous: i_RST_B / counter[15]$_DFF_PN0_ / 3.18
min in group asynchronous: i_RST_B / counter[7]$_DFF_PN0_ / 1.15
worst min-delay path: o_BRGCLK$_DFFE_PN0P_ / o_BRGCLK$_DFFE_PN0P_ / 0.49
worst max register to register: counter[2]$_DFF_PN0_ / o_BRGCLK$_DFFE_PN0P_ / 2.30
power groups by stage:
| stage | Combinational [mW] | Sequential, mW | Clock (mW) |
|---|---|---|---|
| finish | 0.158 | 0.191 | 0.105 |
| global route | 0.178 | 0.195 | 0.113 |
| CTS | 0.159 | 0.191 | 0.107 |
cell usage in the layout (no fill, tap or decap), types with 4 or more instances in the layout:
cell | synthesis | routed
nand4_1 | 5 | 5
inv_1 | 4 | 4
nor4_1 | 4 | 4
a21oi_1 | 4 | 4
nor2_1 | 15 | 15
xor2_1 | 27 | 27
clkdlybuf4s50_1 | 0 | 19
dfrtp_1 | 17 | 17
nor2_2 | 11 | 11
nand2_1 | 14 | 14
mux2i_1 | 11 | 11
nand3_1 | 9 | 9
xnor2_1 | 26 | 26
o21ai_0 | 10 | 10
and3_1 | 5 | 5
flip-flops by register name, indices dropped and copies added, names as in the netlist:
register / flops
counter: 16
o_BRGCLK: 1
routing by layer:
metal	routed length, um	global-route usage [%]	vias up
met5	0	0	-
met1	1916	8.221	710
li1	-	-	777
met2	1857	9.985	21
met3	217	1.549	0
met4	0	0.6768	0
stage by stage:
stage	std cells	cell area (um^2)
floorplan	217	1839
global placement	330	2125
detailed placement	330	2125
CTS	334	2170
global route	334	2170
finish	334	2170
No activity file was given, so power comes from the tool's default toggle rates.
